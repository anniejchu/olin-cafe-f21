### /design/flow/run.sh
#!/bin/bash
# OpenROAD 26Q1-2900-gdf79404cd8, Yosys 0.63+post, stock flow scripts
make -C /OpenROAD-flow-scripts/flow DESIGN_CONFIG=/design/flow/config.mk WORK_HOME=/design/flow/orfs finish
### /design/flow/constraint.sdc
current_design mux32

set clk_period 2.9
set clk_io_pct 0.2

create_clock -name clk0 -period $clk_period

set non_clock_inputs [all_inputs -no_clocks]
set_input_delay [expr $clk_period * $clk_io_pct] -clock clk0 $non_clock_inputs
set_output_delay [expr $clk_period * $clk_io_pct] -clock clk0 [all_outputs]
### /design/flow/config.mk
export PLATFORM = sky130hd
export DESIGN_NAME = mux32
export DESIGN_NICKNAME = mux32
export VERILOG_FILES = /design/flow/design.v
export SDC_FILE = /design/flow/constraint.sdc
export NUM_CORES = 4
export LEC_CHECK = 1
export CORE_AREA = 10 10 70 70
export DIE_AREA = 0 0 80 80
### /design/flow/design.v
module mux16(in0,in1,in2,in3,in4,in5,in6,in7,in8,in9,in10,in11,in12,in13,in14,in15,switch,out);
parameter N = 1;
input  wire [(N-1):0] in0;
input  wire [(N-1):0] in1;
input  wire [(N-1):0] in2;
input  wire [(N-1):0] in3;
input  wire [(N-1):0] in4;
input  wire [(N-1):0] in5;
input  wire [(N-1):0] in6;
input  wire [(N-1):0] in7;
input  wire [(N-1):0] in8;
input  wire [(N-1):0] in9;
input  wire [(N-1):0] in10;
input  wire [(N-1):0] in11;
input  wire [(N-1):0] in12;
input  wire [(N-1):0] in13;
input  wire [(N-1):0] in14;
input  wire [(N-1):0] in15;
input  wire [3:0] switch;
output logic [(N-1):0] out;
wire [(N-1):0] mux0, mux1;
mux8 #(.N(N)) MUX_0 (.in0(in0), .in1(in1), .in2(in2), .in3(in3), .in4(in4), .in5(in5), .in6(in6), .in7(in7), .switch(switch[2:0]), .out(mux0));
mux8 #(.N(N)) MUX_1 (.in0(in8), .in1(in9), .in2(in10), .in3(in11), .in4(in12), .in5(in13), .in6(in14), .in7(in15), .switch(switch[2:0]), .out(mux1));
always_comb out = switch[3] ? mux1 : mux0;
endmodule
`default_nettype none
module mux32(in0,in1,in2,in3,in4,in5,in6,in7,in8,in9,in10,in11,in12,in13,in14,in15,
             in16,in17,in18,in19,in20,in21,in22,in23,in24,in25,in26,in27,in28,in29,in30,in31,
             switch,out);
	parameter N = 1;
	input  wire [(N-1):0] in0,in1,in2,in3,in4,in5,in6,in7,in8,in9,in10,in11,in12,in13,in14,in15,in16,in17,in18,in19,in20,in21,in22,in23,in24,in25,in26,in27,in28,in29,in30,in31;
	input  wire [4:0] switch;
	output logic [(N-1):0] out;
	wire [(N-1):0] mux0, mux1;
	mux16 #(.N(N)) MUX_0 (
		.in0(in0), .in1(in1), .in2(in2), .in3(in3), .in4(in4), .in5(in5), .in6(in6), .in7(in7), 
		.in8(in8), .in9(in9), .in10(in10), .in11(in11), .in12(in12), .in13(in13), .in14(in14), .in15(in15),
		.switch(switch[3:0]), .out(mux0)
	);
	mux16 #(.N(N)) MUX_1 (
		.in0(in16), .in1(in17), .in2(in18), .in3(in19), .in4(in20), .in5(in21), .in6(in22), .in7(in23), 
		.in8(in24), .in9(in25), .in10(in26), .in11(in27), .in12(in28), .in13(in29), .in14(in30), .in15(in31),
		.switch(switch[3:0]), .out(mux1)
	);
	always_comb out = switch[4] ? mux1 : mux0;
endmodule
`default_nettype wire
module mux4(in0,in1,in2,in3,switch,out);
parameter N = 1;
input  wire [N-1:0] in0;
input  wire [N-1:0] in1;
input  wire [N-1:0] in2;
input  wire [N-1:0] in3;
input  wire [1:0] switch;
output logic [N-1:0] out;
logic [N-1:0] mux0, mux1;
always_comb mux0 = switch[0] ? in1 : in0;
always_comb mux1 = switch[0] ? in3 : in2;
always_comb out = switch[1] ? mux1 : mux0;
endmodule
module mux8(in0,in1,in2,in3,in4,in5,in6,in7,switch,out);
parameter N = 1;
input  wire [(N-1):0] in0;
input  wire [(N-1):0] in1;
input  wire [(N-1):0] in2;
input  wire [(N-1):0] in3;
input  wire [(N-1):0] in4;
input  wire [(N-1):0] in5;
input  wire [(N-1):0] in6;
input  wire [(N-1):0] in7;
input  wire [2:0] switch;
output logic [(N-1):0] out;
wire [(N-1):0] mux0, mux1;
mux4 #(.N(N)) MUX_0 (.in0(in0), .in1(in1), .in2(in2), .in3(in3), .switch(switch[1:0]), .out(mux0));
mux4 #(.N(N)) MUX_1 (.in0(in4), .in1(in5), .in2(in6), .in3(in7), .switch(switch[1:0]), .out(mux1));
always_comb out = switch[2] ? mux1 : mux0;
endmodule
==> run summary <==
The flow completed. The flow ran to the end, and the final reports show no timing, DRC or antenna violations. Global-route track usage on met2 landed at 0.0762. Per the synthesis report, the adder-cell share of the synthesized area is 0. Tally of filler cells in the layout landed at 380. Required arrival time at the worst endpoint landed at 2.32 ns. Area fraction in compound gates after synthesis landed at 0.192. After synthesis, the design contains 41 cells according to Yosys. Across all hold checks on the routed design, the worst slack comes to 2.07 ns. Sorting the Yosys area breakdown by cell type puts at the top mux2i_1. Entering global routing, the biggest net connects 9 pins. The gate-level netlist out of Yosys references 15 unique cell types. The report lists the power per cell area as 127 nW/um2. The global routing report lists met3 layer usage as 0.0125.

Pins over their slew limit in the final report were tallied at 0. Maximum fanout count along the critical path landed at 8. The design draws about 100 uW. Cell area after technology mapping landed at 325 um2.

Layout overhead on the synthesized area landed at 142%. Per-cell routed wire length landed at around 12 um. Register area landed at 0 um2. The worst VDD IR drop from the latest analysis is 0.0321 mV.

Per the post-route antenna check, the number of violating nets is 0. Share of the core filled by cells before placement landed at 0.0952. In this run, the synthesized area fraction spent on and/or/nand/nor cells is recorded as 0.219. Chip width landed at 80 um. Chip area estimate from yosys synthesis landed at 325 um2.

The via count of the first global-routing pass was about 470. Via count normalized by instance count landed at between 3 and 4. In the final layout, the clock buffer count is 0. The cell sequence reported for the critical path is dlygate4sd2_1 > buf_12 > mux2i_1 > a22oi_2 > nand4b_1 > a21oi_1 > a311o_1 > clkdlybuf4s50_1. Overall global routing resource usage landed at 0.0441. Static timing analysis puts the maximum clock frequency at 355 MHz. The worst hold path belongs to the class primary input to primary output.

Routability-driven placement finished with a final weighted congestion of 0.778. Setup repair after global routing left no endpoint under its margin. The first global-routing pass estimated 2270 um of wire. Summed over all layers, the global routing overflow is 0. The most critical setup path has its startpoint at switch[1]. The worst setup path is captured at a primary output. The number of antenna violations at the first check in global routing was 0. Post-synthesis cell count landed at 41. Die boundary height landed at 80 um.

Of the synthesized area, sequential elements account for 0. Grouping non-sequential cells by family puts the most area in multiplexers. Total setup violations reported at the end of the flow landed at 0. Per the OpenROAD power report, leakage power amounts to 0.000326 uW.

The count of buffers added on input and output ports is 38. Boundary pin count landed at 38. Endpoints failing hold in the final report were tallied at 0.

Met1 layer usage reported by global route landed at 0.0561. According to the cell report, flip-flops and latches in the layout number 0. Overall routed net length landed at 1500 um. Per the detail_route report, inserted antenna diodes total 0. Setup total negative slack landed at 0 ns. Routed via count landed at roughly 450. In the placement report, post-DP HPWL is listed as 1380 um. Final non-filler cell area landed at 788 um2.

Cts-stage hold buffer count landed at 0. The commonest cells after synthesis are mux2i_1, nand2_1, a22oi_1, a21oi_1, nand3_1. The slew check shows that the tightest pin keeps a relative margin of 0.838. The worst setup path is launched from a primary input. The report lists the number of standard-cell rows as 21. Number of maximum-capacitance violations landed at 0. In this design, the stage delay of the slowest critical-path cell is 0.43 ns. In this run the full chip footprint comes out at 6400 um2. Proportion of synthesized area in mux cells landed at 0.492. In this run the most used layer during global routing was met2. The warning tally printed by Yosys for this design is 4. Dividing the final minimum period by the clock period gives 0.971. Area share of xor/xnor cells in the synthesized design landed at 0. For this block, the initial DRC count from the detailed router was 22. The routed design could run at a clock period as short as 2.82 ns. Per the post-synthesis stats, the area per cell is 7.93 um2.

Detailed placement reports a standard cell area of 759 um2. For reference, the most critical setup path is categorized as primary input to primary output. The first TritonRoute pass finished after 4 iterations. Of the post-synthesis cell area, the dominant cell type holds 0.492. Yosys instantiated no cell more often than mux2i_1. According to the timing report, the arrival time at the worst endpoint equals about 2.2 ns. STA lists the startpoint of the worst hold path as switch[0]. By area the synthesized netlist is led by mux2i_1, a22oi_1, nand2_1, buf_12, a21oi_1.

Per the detail_route report, DRC violations left total 0. For the pin with the worst max-slew slack, the measured transition is 0.243 ns. Placeable core area landed at 3420 um2. Proportion of layout cells with a drive suffix above 1 landed at 0.0864. OpenROAD warning count landed at 32.

On the critical path, the stage with the largest delay is an instance of clkdlybuf4s50_1.
==> worst paths after layout <==
check	slack, ns	depth (start not counted)	to
max	0.08	8	out[0]
min	2.07	5	out[0]
==> layout make-up <==
class | count | area [um2] | share of cell area
repair buffers | 42 | 427 | 0.541
multi-input cells | 39 | 304 | 0.386
well taps | 46 | 57.6 | 0.0730
==> logic make-up (layout without fill, tap and decap cells) <==
family,count (synthesis),after routing
muxes,16,16
and+or+nand+nor,14,14
AOI/OAI and AO/OA,9,9
buffers and inverters,2,42
==> report_power, final <==
group          leakage [uW]  switching [uW]  total [uW]  internal (uW)
clock network             0               0           0              0
registers                 0               0           0              0
logic              0.000326            29.5        99.8           70.4
total              0.000326            29.5        99.8           70.4
==> per-stage QoR <==
stage,instances,setup slack (ns),util
floorplan,41,0.892,-
global placement,125,-0.239,0.222
detailed placement,125,-0.238,0.222
CTS,126,0.0405,0.226
global route,127,0.00373,0.231
finish,127,0.0847,0.231
==> layout by cell type, fill, tap and decap left out <==
| cell type | instances |
|---|---|
| a22oi_1 | 3 |
| nand3_1 | 2 |
| clkdlybuf4s50_1 | 35 |
| a311o_1 | 1 |
| a22oi_2 | 1 |
| dlymetal6s2s_1 | 1 |
| mux2i_1 | 15 |
| buf_6 | 1 |
| nand2_1 | 6 |
| a211oi_1 | 1 |
| dlygate4sd2_1 | 2 |
| buf_4 | 2 |
| mux2i_2 | 1 |
| nor2_1 | 1 |
| and2_1 | 1 |
| nand4b_1 | 1 |
| nor2b_1 | 1 |
| a21oi_1 | 3 |
| nand2b_1 | 1 |
| and2b_2 | 1 |
| buf_12 | 1 |
==> routing by layer <==
metal	share of wire	wire length [um]	up-vias
li1	-	-	240
met1	0.43	645	190
met2	0.49	730	18
met3	0.082	123	0
met4	0	0	0
met5	0	0	-
==> timing repair <==
item / CTS / global route
pin swaps: 1 / 0
gates resized: 4 / 3
setup endpoints to repair: 1 / 1
buffers inserted: 1 / 1
==> critical path, delay by kind of cell <==
family	cells	cell delay (ns)
buffers and inverters	3	0.85
AND-OR/OR-AND	3	0.47
multiplexers	1	0.23
AND/OR/NAND/NOR	1	0.10
No activity file was given, so power comes from the tool's default toggle rates.
