### ./design.v
module shift_right_logical(in,shamt,out);
parameter N = 32;  
input  wire [N-1:0] in;     
input  wire [$clog2(N)-1:0] shamt;  
output logic [N-1:0] out;   
logic [N-1:0] inter0, inter1, inter2, inter3;
always_comb begin : shifty 
    inter0 = shamt[0] ? {1'b0, in[31:1]}: in;
    inter1 = shamt[1] ? {2'b0, inter0[31:2]}: inter0;
    inter2 = shamt[2] ? {4'b0, inter1[31:4]}: inter1;
    inter3 = shamt[3] ? {8'b0, inter2[31:8]}: inter2;
    out = shamt[4] ? {16'b0, inter3[31:16]}: inter3;
end
endmodule
### ./constraint.sdc
current_design shift_right_logical

set clk_period 3.9
set clk_io_pct 0.2

create_clock -name clk0 -period $clk_period

set non_clock_inputs [all_inputs -no_clocks]
set_input_delay [expr $clk_period * $clk_io_pct] -clock clk0 $non_clock_inputs
set_output_delay [expr $clk_period * $clk_io_pct] -clock clk0 [all_outputs]
### ./config.mk
export PLATFORM = sky130hd
export DESIGN_NAME = shift_right_logical
export DESIGN_NICKNAME = shift_right_logical
export VERILOG_FILES = /design/flow/design.v
export SDC_FILE = /design/flow/constraint.sdc
export NUM_CORES = 4
export LEC_CHECK = 1
export CORE_UTILIZATION = 40
### ./run.sh
#!/bin/bash
# OpenROAD 26Q1-2900-gdf79404cd8, Yosys 0.63+post, stock flow scripts
make -C /OpenROAD-flow-scripts/flow DESIGN_CONFIG=/design/flow/config.mk WORK_HOME=/design/flow/orfs finish
==> job_summary.md <==
### Metrics collected by this job

| Metric | Value |
|---|---|
| Fmax | `266 MHz` |
| Layout cells sized above 1 | `0.267` |
| Hpwl dp | `5.10 mm` |
| Initial DRC count | `142` |
| Synth-to-Final Area Change | `49.8%` |
| FF+latch area | `0 sq um` |
| Status | `finished, final reports clean` |
| DR vias | `2060` |
| Final hold violation count | `0` |
| Worst relative slew slack | `0.606` |
| Pin count of the biggest net entering global routing | `26` |
| Mapped Area | `0.00178 sq mm` |
| # port buffers | `69` |
| Fp util | `0.429` |
| First-pass GRT wire length | `9.40 mm` |
| Log Warnings | `33` |
| Worst Hold End | `out[30]` |
| Logic area | `0.00165 sq mm` |
| Synth Seq Share | `0` |
| Hold path cells | `5` |
| Crit path launch type | `primary input` |
| Leak pwr | `0.992 nW` |
| DRT Pass-1 Iters | `4` |
| Syn_area_per_cell | `9.26 sq um` |
| Yosys cell count | `192` |
| Setup Total Neg Slack | `0 ns` |
| Cell Type Count | `46` |
| Crit share post-route | `0.965` |
| Max cap viols | `0` |
| Min Clock Period, post-route | `3.76 ns` |
| Die width | `68.7 um` |
| Gr usage total | `0.281` |
| Hold Crit Start | `shamt[2]` |
| Chip Area | `0.00472 sq mm` |
| Slew Limit Fails | `0` |
| Vias in the first global route | `1812` |
| CP required | `3.12 ns` |
| N_diodes | `0` |
| Setup Buffers After CTS | `0` |
| Worst hold path type | `in -> out` |
| Unrepaired setup endpoints after global routing | `no` |
| Crit path max fanout | `3` |
| Vias per cell | `6.52` |
| Post-Synthesis Cells | `192` |
| Total routed wirelength | `6.22 mm` |
| Worst EP arrival | `2.98 ns` |
| Hold buffers post-CTS | `0` |
| Core area | `0.00414 sq mm` |
| # clk buffers | `0` |
| Tightest Pin Transition | `0.575 ns` |
| Number of I/O pins | `69` |
| Seq cells | `0` |
| Yosys chip area | `0.00178 sq mm` |
| Row cnt | `23` |
| Initial antenna violation count | `0` |
| Filler Cell Count | `329` |
| Pwr per Cell Area | `136 mW/mm^2` |
| Crit end category | `output pin` |
| PostCTS Resize Cnt | `0` |
| GPL Wtd Cong | `0.955` |
| Die height | `68.7 um` |
| DR WL/cell | `19.7 um` |
| ANT nets after route | `0` |
| Final Power | `0.361 mW` |
| Number of remaining DRC errors | `0` |
| Peak supply drop | `0.0673 mV` |
| # setup viols final | `0` |
| Gr ovfl total | `0` |
| Setup CP Type | `in -> out` |
| Fin util | `0.643` |
| Syn. warnings | `1` |
synth_stat cells, types with 2 or more instances:
| library cell | count | area [sq um] |
|---|---|---|
| nor2_1 | 16 | 60.1 |
| or2_2 | 3 | 18.8 |
| nor3_1 | 3 | 15.0 |
| and2_1 | 2 | 12.5 |
| nand4b_1 | 2 | 17.5 |
| nand2_1 | 15 | 56.3 |
| a21oi_1 | 4 | 20.0 |
| mux2i_1 | 18 | 180 |
| o22ai_1 | 7 | 43.8 |
| nand4_1 | 2 | 12.5 |
| o211ai_1 | 6 | 45.0 |
| clkbuf_1 | 7 | 26.3 |
| a22oi_1 | 7 | 52.6 |
| buf_1 | 3 | 11.3 |
| mux2_2 | 16 | 180 |
| a222oi_1 | 2 | 20.0 |
| o22a_1 | 2 | 17.5 |
| nand3b_1 | 2 | 15.0 |
| a2bb2oi_1 | 3 | 26.3 |
| o21ai_1 | 2 | 10.0 |
| a211oi_1 | 6 | 45.0 |
| o21ai_0 | 5 | 25.0 |
| nor2b_1 | 2 | 12.5 |
| mux4_2 | 19 | 428 |
| mux4_1 | 6 | 158 |
| buf_6 | 3 | 33.8 |
| buf_2 | 4 | 20.0 |
| buf_4 | 3 | 22.5 |
| nand2b_1 | 5 | 31.3 |
cell type report:
class,count,area share
Inverter,2,0.00282
Multi-Input combinational cell,169,0.619
Timing Repair Buffer,95,0.354
Tap cell,50,0.0235
worst max-delay path by stage:
stage | start | endpoint | slack (ns) | cells after the start
finish | in[25] | out[11] | 0.14 | 7
global route | in[25] | out[11] | 0.007 | 7
CTS | shamt[2] | out[11] | 0.02 | 8
cell usage in the layout (no fill, tap or decap), types with 4 or more instances in the layout:
cell type and instances:
clkdlybuf4s50_1 65, buf_4 22, mux4_2 19, mux2i_1 18, nor2_1 16, mux2_2 16, nand2_1 15, o22ai_1 7
a22oi_1 7, mux4_1 6, a211oi_1 6, o211ai_1 6, nand2b_1 5, o21ai_0 5, a21oi_1 4
cell families (layout without fill, tap and decap cells):
| family | after synthesis | after routing | synth area share |
|---|---|---|---|
| muxes | 59 | 59 | 0.532 |
| AOI/OAI and AO/OA | 54 | 54 | 0.227 |
| and+or+nand+nor | 56 | 56 | 0.162 |
| buffers and inverters | 23 | 97 | 0.0795 |
stage by stage:
step / hold slack, ns / worst slack [ns] / instances / area [sq um]
3_3_place_gp: 2.65 / 0.0442 / 315 / 2620
3_5_place_dp: 2.68 / 0.0239 / 315 / 2620
6_report: 2.59 / 0.136 / 316 / 2660
5_1_grt: 2.66 / 0.00662 / 316 / 2660
2_1_floorplan: 1.68 / 1.04 / 192 / 1780
4_1_cts: 2.68 / 0.0206 / 315 / 2620
where the power goes:
group	switching, mW	total, mW	leakage [nW]	internal, mW
clock network	0	0	0	0
logic	0.149	0.361	0.992	0.212
registers	0	0	0	0
routing by layer:
layer  GRT usage  part of all wire  vias up
met5           0                 0        -
met4      0.0313             0.013        0
met3      0.0583             0.096        8
met2       0.413              0.45      111
met1       0.448              0.44      989
li1            -                 -      952
critical path, cell delays in order:
cell and delay, ns:
clkdlybuf4s50_1 0.43, mux4_2 0.49, a222oi_1 0.45, buf_4 0.20, a2bb2oi_1 0.15, o21ai_1 0.08, clkdlybuf4s50_1 0.40
Power is estimated from default activity; no workload was simulated.
